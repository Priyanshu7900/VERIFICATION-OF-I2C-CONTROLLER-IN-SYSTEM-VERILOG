$ cat flow/design.v
`timescale 1ns / 1ps
module i2c_master( input clk, rst , newd,
input [6:0] addr,
input op, 
inout sda,
output scl,
input [7:0] din,
output [7:0] dout,
output reg busy, ack_err, done
);
reg scl_t = 0;
reg sda_t = 0;
parameter sys_freq = 40000000;  
parameter i2c_freq = 100000;   
parameter clk_count4 = (sys_freq/i2c_freq); 
parameter clk_count1 = clk_count4/4;  
integer count1 = 0;
reg i2c_clk = 0;
reg [1:0] pulse = 0;
always@(posedge clk)
begin
      if(rst)
       begin
       pulse <= 0;
       count1 <= 0;
       end
       else if (busy == 1'b0)  
        begin
        pulse <= 0;
        count1 <= 0;
        end
      else if(count1  == clk_count1 - 1)
       begin
       pulse <= 1;
       count1 <= count1 + 1;
       end
      else if(count1  == clk_count1*2 - 1)
       begin
       pulse <= 2;
       count1 <= count1 + 1;
       end
      else if(count1  == clk_count1*3 - 1)
       begin
       pulse <= 3;
       count1 <= count1 + 1;
       end
      else if(count1  == clk_count1*4 - 1)
       begin
       pulse <= 0;
       count1 <= 0;
       end
      else
       begin
       count1 <= count1 + 1;
       end
end
reg [3:0] bitcount = 0;
reg [7:0] data_addr   = 0, data_tx = 0;
reg r_ack = 0;
reg [7:0] rx_data = 0;
reg sda_en = 0;
typedef enum logic [3:0] {idle = 0, start = 1, write_addr = 2, ack_1 = 3, write_data = 4, read_data = 5, stop = 6, ack_2 =7, master_ack = 8} state_type;
state_type state = idle;
always@(posedge clk)
begin
 if(rst)
   begin
    bitcount   <= 0;
    data_addr  <= 0;
    data_tx    <= 0;
    scl_t <= 1;
    sda_t <= 1;
    state <= idle;
    busy  <= 1'b0;
    ack_err <= 1'b0;
    done    <= 1'b0;
   end
else
   begin
                case(state)
                      idle:
                      begin
                            done  <= 1'b0;
                            if(newd == 1'b1)
                               begin
                               data_addr  <= {addr,op};
                               data_tx    <= din;
                               busy  <= 1'b1;
                               state <= start;
                               ack_err <= 1'b0;
                               end
                            else
                               begin
                               data_addr  <= 0;
                               data_tx    <= 0;
                               busy  <= 1'b0;
                               state <= idle;
                               ack_err <= 1'b0;
                               end
                      end
                     start: 
                     begin
                         sda_en <= 1'b1;  
                         case(pulse)
                         0: begin scl_t <= 1'b1; sda_t <= 1'b1; end
                         1: begin scl_t <= 1'b1; sda_t <= 1'b1; end
                         2: begin scl_t <= 1'b1; sda_t <= 1'b0; end
                         3: begin scl_t <= 1'b1; sda_t <= 1'b0; end
                         endcase
                             if(count1  == clk_count1*4 - 1)
                             begin
                                state <= write_addr;
                                scl_t <= 1'b0;
                             end
                             else
                                state <= start;
                     end
                   write_addr: 
                   begin
                      sda_en <= 1'b1;   
                      if(bitcount <= 7)
                         begin
                                 case(pulse)
                                 0: begin scl_t <= 1'b0; sda_t <= 1'b0; end
                                 1: begin scl_t <= 1'b0; sda_t <= data_addr[7 - bitcount]; end
                                 2: begin scl_t <= 1'b1;  end
                                 3: begin scl_t <= 1'b1;  end
                                 endcase
                                 if(count1  == clk_count1*4 - 1)
                                 begin
                                    state <= write_addr;
                                    scl_t <= 1'b0;
                                    bitcount <= bitcount + 1;
                                 end
                                 else
                                 begin
                                    state <= write_addr;
                                 end
                         end
                      else
                        begin
                        state <= ack_1;
                        bitcount <= 0;
                        sda_en <= 1'b0;
                        end
                   end   
                   ack_1 : 
                   begin
                        sda_en <= 1'b0;  
                                case(pulse)
                                 0: begin scl_t <= 1'b0; sda_t <= 1'b0; end
                                 1: begin scl_t <= 1'b0; sda_t <= 1'b0; end
                                 2: begin scl_t <= 1'b1; sda_t <= 1'b0; r_ack <= sda; end  
                                 3: begin scl_t <= 1'b1;  end
                                 endcase
                       if(count1  == clk_count1*4 - 1)
                                  begin
                                      if(r_ack == 1'b0 && data_addr[0] == 1'b0)
                                        begin
                                        state <= write_data;
                                        sda_t <= 1'b0;
                                        sda_en <= 1'b1;  
                                        bitcount <= 0;
                                        end
                                      else if (r_ack == 1'b0 && data_addr[0] == 1'b1)
                                      begin
                                        state <= read_data;
                                        sda_t <= 1'b1;
                                        sda_en <= 1'b0;  
                                        bitcount <= 0;
                                      end
                                      else
                                      begin
                                        state <= stop;
                                        sda_en <= 1'b1;  
                                        ack_err <= 1'b1;
                                      end
                                  end
                                 else
                                  begin
                                    state <= ack_1;
                                  end
                   end
                 write_data: 
                 begin
                  if(bitcount <= 7)
                         begin
                                 case(pulse)
                                 0: begin scl_t <= 1'b0;   end
                                 1: begin scl_t <= 1'b0;sda_en <= 1'b1; sda_t <= data_tx[7 - bitcount];                                  end
                                 2: begin scl_t <= 1'b1;  end
                                 3: begin scl_t <= 1'b1;  end
                                 endcase
                                 if(count1  == clk_count1*4 - 1)
                                 begin
                                    state <= write_data;
                                    scl_t <= 1'b0;
                                    bitcount <= bitcount + 1;
                                 end
                                 else
                                 begin
                                    state <= write_data;
                                 end
                         end
                      else
                        begin
                        state <= ack_2;
                        bitcount <= 0;
                        sda_en <= 1'b0;  
                        end
                 end 
                 read_data: 
                 begin
                 sda_en <= 1'b0;  
                 if(bitcount <= 7)
                         begin
                                 case(pulse)
                                 0: begin scl_t <= 1'b0; sda_t <= 1'b0; end
                                 1: begin scl_t <= 1'b0; sda_t <= 1'b0; end
                                 2: begin scl_t <= 1'b1; rx_data[7:0] <= (count1 == 200) ? {rx_data[6:0],sda} : rx_data; end
                                 3: begin scl_t <= 1'b1;  end
                                 endcase
                                 if(count1  == clk_count1*4 - 1)
                                 begin
                                    state <= read_data;
                                    scl_t <= 1'b0;
                                    bitcount <= bitcount + 1;
                                 end
                                 else
                                 begin
                                    state <= read_data;
                                 end
                         end
                      else
                        begin
                        state <= master_ack;
                        bitcount <= 0;
                        sda_en <= 1'b1;  
                        end
                 end
                 master_ack : 
                   begin
                      sda_en <= 1'b1;
                                case(pulse)
                                 0: begin scl_t <= 1'b0; sda_t <= 1'b1; end
                                 1: begin scl_t <= 1'b0; sda_t <= 1'b1; end
                                 2: begin scl_t <= 1'b1; sda_t <= 1'b1; end 
                                 3: begin scl_t <= 1'b1; sda_t <= 1'b1; end
                                 endcase
                       if(count1  == clk_count1*4 - 1)
                                  begin
                                      sda_t <= 1'b0;
                                      state <= stop;
                                      sda_en <= 1'b1;  
                                  end
                                 else
                                  begin
                                    state <= master_ack;
                                  end
                   end
                  ack_2 : 
                   begin
                     sda_en <= 1'b0;  
                                case(pulse)
                                 0: begin scl_t <= 1'b0; sda_t <= 1'b0; end
                                 1: begin scl_t <= 1'b0; sda_t <= 1'b0; end
                                 2: begin scl_t <= 1'b1; sda_t <= 1'b0; r_ack <= sda; end  
                                 3: begin scl_t <= 1'b1;  end
                                 endcase
                       if(count1  == clk_count1*4 - 1)
                                  begin
                                      sda_t <= 1'b0;
                                      sda_en <= 1'b1;  
                                      if(r_ack == 1'b0 )
                                        begin
                                        state <= stop;
                                        ack_err <= 1'b0;
                                        end
                                      else
                                        begin
                                        state <= stop;
                                        ack_err <= 1'b1;
                                        end
                                  end
                                 else
                                  begin
                                    state <= ack_2;
                                  end
                   end
                   stop: 
                     begin
                     sda_en <= 1'b1;  
                         case(pulse)
                         0: begin scl_t <= 1'b1; sda_t <= 1'b0; end
                         1: begin scl_t <= 1'b1; sda_t <= 1'b0; end
                         2: begin scl_t <= 1'b1; sda_t <= 1'b1; end
                         3: begin scl_t <= 1'b1; sda_t <= 1'b1; end
                         endcase
                             if(count1  == clk_count1*4 - 1)
                             begin
                                state <= idle;
                                scl_t <= 1'b0;
                                busy <= 1'b0;
                                sda_en <= 1'b1;  
                                done   <= 1'b1;
                             end
                             else
                                state <= stop;
                     end
                 default : state <= idle;
               endcase
   end
end
assign sda = (sda_en == 1) ? (sda_t == 0) ? 1'b0 : 1'b1 : 1'bz;  
assign scl = scl_t;
assign dout = rx_data;
endmodule
$ cat flow/run.sh
#!/bin/bash
# OpenROAD 26Q1-2900-gdf79404cd8, Yosys 0.63+post, stock flow scripts
make -C /OpenROAD-flow-scripts/flow DESIGN_CONFIG=/design/flow/config.mk WORK_HOME=/design/flow/orfs finish
$ cat flow/config.mk
export PLATFORM = sky130hd
export DESIGN_NAME = i2c_master
export DESIGN_NICKNAME = i2c_master
export VERILOG_FILES = /design/flow/design.v
export SDC_FILE = /design/flow/constraint.sdc
export NUM_CORES = 4
export LEC_CHECK = 1
export CORE_UTILIZATION = 30
$ cat flow/constraint.sdc
current_design i2c_master

set clk_period 6.3
set clk_io_pct 0.2

create_clock -name clk0 -period $clk_period [get_ports {clk}]

set non_clock_inputs [all_inputs -no_clocks]
set_input_delay [expr $clk_period * $clk_io_pct] -clock clk0 $non_clock_inputs
set_output_delay [expr $clk_period * $clk_io_pct] -clock clk0 [all_outputs]
==> run summary <==
run results: status=stopped before the end, Last stage=clock tree synthesis (4_1_cts), Err=[error] [KeplerFormal.cpp:679] Workflow failed: Iso has multiple drivers: .sda0, sda$_SDFFE_PP1P_.Q0, chip area estimate from yosys synthesis=~0.0036 mm², Port Buffers=30, Post-synth EDFFs=9, clock buffer depth=2, Area after DPL=0.00401 mm², die width=111 µm, post-DP HPWL=roughly 5.3 mm, H-tree depth=3, Die Y=roughly 110 µm, Placement Rows=39, Placer Congestion=0.876, post-CTS resize count=0, ys cells=397, Yosys Warn Count=2, IO Pins=32, Starting Density=between 30% and 40%, # clock sinks=slightly above 70, synthesized area per cell=about 9 µm², flops & latches, synth=between 70 and 80, synthesized area=between 0.003 and 0.004 mm², count of cell types in the netlist=approximately 56, Synth Seq Share=42.7%, CTS Buf Count=9, Post-CTS Setup Bufs=0, async set-or-reset flop fraction in the synthesized netlist=0%, dominant register cell=dfxtp_1, hold_buf cts=0, Cells after Synth=between 300 and 400, root buffer cell=clkbuf_16
==> cell usage after synthesis (5+ instances only) <==
| cell type | n | share of area [%] |
|---|---|---|
| nor2b_1 | 9 | 1.6 |
| xor2_1 | 6 | 1.5 |
| nor2_1 | 50 | 5.2 |
| a22o_1 | 17 | 4.2 |
| nor3_1 | 10 | 1.4 |
| xnor2_1 | 25 | 6.1 |
| nand4_1 | 12 | 2.1 |
| nand3_1 | 17 | 2.4 |
| o21ai_0 | 7 | 0.98 |
| and3_1 | 9 | 1.6 |
| nor4_1 | 19 | 3.3 |
| a21oi_1 | 15 | 2.1 |
| clkbuf_1 | 16 | 1.7 |
| edfxtp_1 | 9 | 7.5 |
| dfxtp_1 | 63 | 35 |
| inv_1 | 9 | 0.94 |
| nand2_1 | 25 | 2.6 |
| nand2b_1 | 6 | 1.0 |
| buf_2 | 5 | 0.70 |
==> kinds of logic after synthesis <==
| kind of cell | after synthesis | share of synthesized area (%) |
|---|---|---|
| AND/OR/NAND/NOR | 183 | 27.1 |
| flip-flops | 72 | 42.7 |
| AND-OR/OR-AND | 64 | 13.2 |
| buffers and inverters | 32 | 3.52 |
| XOR/XNOR | 31 | 7.57 |
| multiplexers | 12 | 4.88 |
| adder cells (fa/ha/maj) | 3 | 1.05 |
==> metrics by stage <==
| step | hold WS [ns] | instances | power (mW) | setup slack (ns) |
|---|---|---|---|---|
| detailed placement | 0.440 | 552 | 0.533 | 2.77 |
| floorplan | 0.400 | 397 | 0.511 | 3.09 |
| global placement | 0.443 | 552 | 0.533 | 2.80 |
No activity file was given, so power comes from the tool's default toggle rates.
