[flow/config.mk]
export PLATFORM = sky130hd
export DESIGN_NAME = i2c_Slave
export DESIGN_NICKNAME = i2c_Slave
export VERILOG_FILES = /design/flow/design.v
export SDC_FILE = /design/flow/constraint.sdc
export NUM_CORES = 4
export LEC_CHECK = 1
export CORE_UTILIZATION = 30
[flow/constraint.sdc]
current_design i2c_Slave

set clk_period 6.9
set clk_io_pct 0.2

create_clock -name clk0 -period $clk_period [get_ports {clk}]

set non_clock_inputs [all_inputs -no_clocks]
set_input_delay [expr $clk_period * $clk_io_pct] -clock clk0 $non_clock_inputs
set_output_delay [expr $clk_period * $clk_io_pct] -clock clk0 [all_outputs]
[flow/design.v]
`timescale 1ns / 1ps
module i2c_Slave(
input scl,clk,rst,
inout sda,
output reg ack_err, done
    );
typedef enum logic [3:0] {idle = 0, read_addr = 1, send_ack1 = 2, send_data = 3, master_ack = 4, read_data = 5, send_ack2 = 6, wait_p = 7, detect_stop = 8} state_type;
state_type state = idle;    
reg [7:0] mem [128];
reg [7:0] r_addr;
reg [6:0] addr;
reg r_mem = 0;
reg w_mem = 0;
reg [7:0] dout;
reg [7:0] din;
reg sda_t;
reg sda_en;
reg [3:0] bitcnt = 0;
always@(posedge clk)
begin
  if(rst)
  begin
      for(int i = 0 ; i < 128; i++)
        begin
        mem[i] = i;
        end
      dout <= 8'h0;
  end
  else if (r_mem == 1'b1)
   begin
      dout <= mem[addr];
   end
  else if (w_mem == 1'b1)
   begin
      mem[addr] <= din;
   end 
end
parameter sys_freq = 40000000;
parameter i2c_freq = 100000;
parameter clk_count4 = (sys_freq/i2c_freq);
parameter clk_count1 = clk_count4/4;
integer count1 = 0;
reg i2c_clk = 0;
reg [1:0] pulse = 0;
reg busy;
always@(posedge clk)
begin
      if(rst)
      begin
        pulse <= 0;
        count1 <= 0;
      end
      else if(busy == 1'b0)
       begin
       pulse <= 2;
       count1 <= 202;
       end
      else if(count1  == clk_count1 - 1)
       begin
       pulse <= 1;
       count1 <= count1 + 1;
       end
      else if(count1  == clk_count1*2 - 1)
       begin
       pulse <= 2;
       count1 <= count1 + 1;
       end
      else if(count1  == clk_count1*3 - 1)
       begin
       pulse <= 3;
       count1 <= count1 + 1;
       end
      else if(count1  == clk_count1*4 - 1)
       begin
       pulse <= 0;
       count1 <= 0;
       end
      else
       begin
       count1 <= count1 + 1;
       end
end
reg scl_t;
wire start;
always@(posedge clk)
begin
scl_t <= scl;
end
assign start = ~scl & scl_t; 
reg r_ack;
always@(posedge clk)
begin
if(rst)
 begin
                  bitcnt <= 0;
                  state  <= idle;
                  r_addr <= 7'b0000000;
                  sda_en <= 1'b0;
                  sda_t <= 1'b0;
                  addr  <= 0;
                  r_mem <= 0;
                  din   <= 8'h00; 
                  ack_err <= 0;
                  done    <= 1'b0;
                  busy <= 1'b0;
 end
 else
    begin
      case(state)
               idle: begin
                   if(scl == 1'b1 && sda == 1'b0)
                    begin
                    busy <= 1'b1;
                    state <= wait_p; 
                    end
                   else
                    begin
                    state <= idle;
                    end
               end
               wait_p :  
               begin
                if (pulse == 2'b11 && count1 == 399)
                    state <= read_addr;
                else
                    state <= wait_p;
               end
               read_addr: 
               begin
                         sda_en <= 1'b0;   
                              if(bitcnt <= 7)
                                 begin
                                         case(pulse)
                                         0: begin  end
                                         1: begin  end
                                         2: begin   r_addr <= (count1 == 200) ? {r_addr[6:0],sda} : r_addr; end 
                                         3: begin  end
                                         endcase
                                         if(count1  == clk_count1*4 - 1)
                                         begin
                                            state <= read_addr;
                                            bitcnt <= bitcnt + 1;
                                         end
                                         else
                                         begin
                                            state <= read_addr;
                                         end
                                 end
                              else
                                begin
                                state  <= send_ack1;
                                bitcnt <= 0;
                                sda_en <= 1'b1;
                                addr <= r_addr[7:1];
                                end
                      end
                      send_ack1: 
                      begin
                                    case(pulse)
                                         0: begin  sda_t <= 1'b0; end
                                         1: begin  end
                                         2: begin  end 
                                         3: begin  end
                                     endcase
                                  if(count1  == clk_count1*4 - 1)
                                       begin
                                          if(r_addr[0] == 1'b1)  
                                            begin
                                            state <= send_data;
                                            r_mem <= 1'b1;
                                            end
                                          else
                                            begin
                                             state <= read_data;
                                             r_mem <= 1'b0;
                                            end
                                         end
                                  else
                                       begin
                                       state <= send_ack1;
                                       end
                      end
                       read_data: 
                        begin
                          sda_en <= 1'b0;   
                              if(bitcnt <= 7)
                                 begin
                                         case(pulse)
                                         0: begin  end
                                         1: begin  end
                                         2: begin   din <= (count1 == 200) ? {din[6:0],sda} : din; end 
                                         3: begin  end
                                         endcase
                                         if(count1  == clk_count1*4 - 1)
                                         begin
                                            state <= read_data;
                                            bitcnt <= bitcnt + 1;
                                         end
                                         else
                                         begin
                                            state <= read_data;
                                         end
                                 end
                              else
                                begin
                                state  <= send_ack2;
                                bitcnt <= 0;
                                sda_en <= 1'b1;
                                w_mem  <= 1'b1;
                                end
                      end
                      send_ack2: 
                      begin
                                   case(pulse)
                                         0: begin  sda_t <= 1'b0; end
                                         1: begin  w_mem <= 1'b0; end
                                         2: begin  end 
                                         3: begin  end
                                     endcase
                                  if(count1  == clk_count1*4 - 1)
                                         begin
                                          state <= detect_stop;
                                          sda_en <= 1'b0;
                                         end
                                  else
                                       begin
                                       state <= send_ack2;
                                       end
                      end
                 send_data : begin
                     sda_en <= 1'b1;   
                              if(bitcnt <= 7)
                                 begin
                                         r_mem  <= 1'b0;
                                         case(pulse)
                                         0: begin    end
                                         1: begin sda_t <= (count1 == 100) ? dout[7 - bitcnt] : sda_t; end
                                         2: begin    end 
                                         3: begin    end
                                         endcase
                                         if(count1  == clk_count1*4 - 1)
                                         begin
                                            state <= send_data;
                                            bitcnt <= bitcnt + 1;
                                         end
                                         else
                                         begin
                                            state <= send_data;
                                         end
                                 end
                              else
                                begin
                                state  <= master_ack;
                                bitcnt <= 0;
                                sda_en <= 1'b0;
                                end
                     end  
                   master_ack: 
                   begin
                                   case(pulse)
                                         0: begin  end
                                         1: begin  end
                                         2: begin r_ack <= (count1 == 200) ? sda : r_ack; end 
                                         3: begin  end
                                     endcase
                                  if(count1  == clk_count1*4 - 1)
                                         begin
                                               if(r_ack == 1'b1)  
                                                   begin
                                                   ack_err <= 1'b0;
                                                   state <= detect_stop;
                                                   sda_en <= 1'b0;
                                                   end
                                               else
                                                    begin
                                                    ack_err <= 1'b1;
                                                    state   <= detect_stop;
                                                    sda_en <= 1'b0;
                                                    end
                                         end
                                  else
                                       begin
                                       state <= master_ack;
                                       end
                      end
                   detect_stop: 
                   begin
                       if(pulse == 2'b11 && count1 == 399)
                           begin
                           state <= idle;
                           busy <= 1'b0;
                           done <= 1'b1;
                          end
                         else
                           state <= detect_stop;
                   end
      default: state <= idle;
      endcase
    end
end
assign sda = (sda_en == 1'b1) ? sda_t : 1'bz;
endmodule
[flow/run.sh]
#!/bin/bash
# OpenROAD 26Q1-2900-gdf79404cd8, Yosys 0.63+post, stock flow scripts
make -C /OpenROAD-flow-scripts/flow DESIGN_CONFIG=/design/flow/config.mk WORK_HOME=/design/flow/orfs finish
==> notes.md <==
Implementation results. The run stopped with a tool error. Progress stopped at clock tree synthesis. The tool reported: "[error] [KeplerFormal.cpp:679] Workflow failed: Iso has multiple drivers: .sda0, sda$_SDFFE_PP0P_.Q0". The synthesized instance count is 6200. After synthesis, the largest family of logic cells by area is simple AND/OR/NAND/NOR gates. The number of different library cells used by synthesis comes to 79.

In this run, the synthesized area fraction spent on xor and xnor cells is recorded as 0.507%. The die is 404 um tall. H-tree depth landed at 4. The share of the core area taken by cells at floorplan is 30.2%. The cell area that synthesis handed to floorplanning was 48400 sq um. The CTS report gives the tree buffer count as 130. Post-synthesis compound-gate area fraction landed at 15.8%. Detailed placement HPWL landed at 202000 um.

Count of buffers from port buffering landed at 4. In the synthesized netlist, mux cells make up 3.36% of the area. Maximum clock path buffer count landed at 3.

In this run, the synthesized area fraction spent on adder and majority cells is recorded as 0.0983%. Synthesis inferred 1104 register bits. Total of hold buffers inserted after clock tree synthesis landed at 0.

The cell sitting at the root of the clock tree is a sky130_fd_sc_hd__clkbuf_16. Post-synth tally of flip-flops with integrated enable landed at 2. The synthesized netlist was found by Yosys to have 6200 cells. Row count landed at 147. Average cell area after synthesis landed at 7.80 sq um. The synthesis report lists the Yosys warning total as 3. Post-CTS resize count landed at 0.

For this run, asynchronously set or reset flops after synthesis account for 0%. The die is 404 um wide. The most used flip-flop cell after synthesis is sky130_fd_sc_hd__dfxtp_1. The area recorded from the Yosys report for this design is 48400 sq um.

At the placement stage, the worst setup path has a slack of 1.84 ns. Number of clock sinks seen by CTS landed at 1104. During I/O placement, the number of pins put on the boundary was 6. Simple-gate portion of the synthesized area landed at 29.7%. Per the placement report, the placed cell count is 8082. Number of buffers added for setup after CTS landed at 0. Sequential cells were found to cover 45.7% of the synthesized design area. At the end of routability-driven placement, the weighted congestion stood at 1.12.
==> metrics by stage <==
step                      power (uW)  util, %  instance area, sq um
after detailed placement        6720     31.8                 51000
after global placement          6720     31.8                 51000
after floorplan                 6660        -                 48400
==> cell families after synthesis <==
| group | count (synthesis) |
|---|---|
| mux | 158 |
| compound gates | 1220 |
| flops | 1104 |
| buf+inv | 538 |
| fa+ha+maj | 4 |
| simple gates | 3148 |
| xor+xnor | 28 |
==> synthesized netlist by cell type (43+ instances only) <==
library cell               count  area (sq um)
sky130_fd_sc_hd__a21oi_1     588          2940
sky130_fd_sc_hd__nand4_1     110           688
sky130_fd_sc_hd__nor4_1       47           294
sky130_fd_sc_hd__nor2b_1      66           413
sky130_fd_sc_hd__buf_2       144           721
sky130_fd_sc_hd__clkbuf_1    316          1190
sky130_fd_sc_hd__nand3_1     697          3490
sky130_fd_sc_hd__and3_1       66           413
sky130_fd_sc_hd__dfxtp_1    1102         22100
sky130_fd_sc_hd__mux2i_1     144          1440
sky130_fd_sc_hd__nor3_1       74           370
sky130_fd_sc_hd__o21ai_0      72           360
sky130_fd_sc_hd__a211o_1     100           876
sky130_fd_sc_hd__buf_1        43           161
sky130_fd_sc_hd__nand2_1    1669          6260
sky130_fd_sc_hd__a22oi_1     241          1810
sky130_fd_sc_hd__nand3b_1     73           548
sky130_fd_sc_hd__nor2_1      236           886
sky130_fd_sc_hd__o22ai_1      73           457
Power is estimated from default activity; no workload was simulated.
